===== /design/flow/config.mk =====
export PLATFORM = sky130hd
export DESIGN_NAME = control_unit
export DESIGN_NICKNAME = control_unit
export VERILOG_FILES = /design/flow/design.v
export SDC_FILE = /design/flow/constraint.sdc
export NUM_CORES = 4
export LEC_CHECK = 1
export CORE_AREA = 10 10 81 81
export DIE_AREA = 0 0 91 91

===== /design/flow/constraint.sdc =====
current_design control_unit

set clk_period 2.2
set clk_io_pct 0.2

create_clock -name clk0 -period $clk_period [get_ports {clk}]

set non_clock_inputs [all_inputs -no_clocks]
set_input_delay [expr $clk_period * $clk_io_pct] -clock clk0 $non_clock_inputs
set_output_delay [expr $clk_period * $clk_io_pct] -clock clk0 [all_outputs]

===== /design/flow/design.v =====
module control_unit(
    ld_r0,
    ld_r1,
    ld_r2,
    ld_r3,
    ld_pc,
    inc_pc,
    sel_bus1_mux,
    sel_bus2_mux,
    ld_ir,
    ld_address_reg,
    ld_reg_y,
    ld_reg_z,
    write,
    instruction,
    zero,
    clk,
    clr
);
parameter DATAWIDTH = 8;
parameter opcode_size = 4;
parameter state_size = 4;
parameter src_size = 2;
parameter dest_size = 2;
parameter sel1_size = 3;
parameter sel2_size = 2;
parameter idle = 0;
parameter fetch1 = 1;
parameter fetch2 = 2;
parameter decode = 3;
parameter execute = 4;
parameter read1 = 5;
parameter read2 = 6;
parameter write1 = 7;
parameter write2 = 8;
parameter branch1 = 9;
parameter branch2 = 10;
parameter halt = 11;
parameter NOP = 0;
parameter ADD = 1;
parameter SUB = 2;
parameter AND = 3;
parameter NOT = 4;
parameter RD = 5;
parameter WR = 6;
parameter BR = 7;
parameter BRZ = 8;
parameter R0 = 0;
parameter R1 = 1;
parameter R2 = 2;
parameter R3 = 3;
output reg ld_r0, ld_r1, ld_r2, ld_r3, ld_pc, inc_pc, ld_ir, ld_address_reg, ld_reg_y, ld_reg_z, write;
output [sel1_size - 1:0] sel_bus1_mux;
output [sel2_size - 1:0] sel_bus2_mux;
input [DATAWIDTH - 1:0] instruction;
input zero, clk, clr;
reg [state_size - 1:0] state, next_state;
reg error_flag, sel_alu, sel_bus1, sel_mem, sel_r0, sel_r1, sel_r2, sel_r3, sel_pc;
wire [opcode_size - 1:0] opcode = instruction [DATAWIDTH - 1:DATAWIDTH - opcode_size];
wire [src_size - 1:0] src = instruction [src_size + dest_size - 1:dest_size];
wire [dest_size - 1:0] dest = instruction [dest_size - 1:0];
assign sel_bus1_mux [sel1_size - 1:0] = sel_r0 ? 0 : sel_r1 ? 1 : sel_r2 ? 2 : sel_r3 ? 3 : sel_pc ? 4 : 3'bx;
assign sel_bus2_mux [sel2_size - 1:0] = sel_alu ? 0 : sel_bus1 ? 1 : sel_mem ? 2 : 2'bx;
always @ (posedge clk or negedge clr)
begin
    if(!clr)
        state <= idle;
    else
        state <= next_state;
end
always @(state or opcode or src or dest or zero) begin
    sel_r0 = 0;
    sel_r0 = 0;
    sel_r0 = 0;
    sel_r0 = 0;
    sel_r0 = 0;
    ld_r0 = 0;
    ld_r1 = 0;
    ld_r2 = 0;
    ld_r3 = 0;
    ld_pc = 0;
    ld_ir = 0;
    ld_address_reg = 0;
    ld_reg_y = 0;
    ld_reg_z = 0;
    inc_pc = 0;
    sel_bus1 = 0;
    sel_alu = 0;
    sel_mem = 0;
    write = 0;
    error_flag = 0;
    next_state = state;
    case(state)
        idle: next_state = fetch1;
        fetch1: begin
            next_state = fetch2;
            sel_pc = 1;
            sel_bus1 = 1;
            ld_address_reg = 1;
        end
        fetch2: begin
            next_state = decode;
            sel_mem = 1;
            ld_ir = 1;
            inc_pc = 1;
        end
        decode: case (opcode)
                    NOP: next_state = fetch1;
                    ADD, SUB, AND: begin
                        next_state = execute;
                        sel_bus1 = 1;
                        ld_reg_y = 1;
                    case (src)
                        R0: sel_r0 = 1;
                        R1: sel_r1 = 1;
                        R2: sel_r2 = 1;
                        R3: sel_r3 = 1;
                        default: error_flag = 1;  
                    endcase
                    end
                    NOT: begin
                        next_state = fetch1;
                        ld_reg_z = 1;
                        sel_bus1 = 1;
                        sel_alu = 1;
                        case (src)
                        R0: sel_r0 = 1;
                        R1: sel_r1 = 1;
                        R2: sel_r2 = 1;
                        R3: sel_r3 = 1;
                        default: error_flag = 1;      
                        endcase
                    case (dest)
                        R0: ld_r0 = 1;
                        R1: ld_r1 = 1;
                        R2: ld_r2 = 1;
                        R3: ld_r3 = 1;
                        default: error_flag = 1;       
                    endcase
                    end
                    RD: begin
                        next_state = read1;
                        sel_pc = 1;
                        sel_bus1 = 1;
                        ld_address_reg = 1;
                    end
                    WR: begin
                        next_state = write1;
                        sel_pc = 1;
                        sel_bus1 = 1;
                        ld_address_reg = 1;
                    end
                    BR: begin
                        next_state = branch1;
                        sel_pc = 1;
                        sel_bus1 = 1;
                        ld_address_reg = 1;
                    end
                    BRZ: if(zero == 1) begin
                        next_state = branch1;
                        sel_pc = 1;
                        sel_bus1 = 1;
                        ld_address_reg = 1;
                    end
                    else begin
                        next_state = fetch1;
                        inc_pc = 1;
                    end
                    default: next_state = halt;
                endcase
        execute: begin
            next_state = fetch1;
            ld_reg_z = 1;
            sel_alu = 1;
            case(dest)
                R0: begin sel_r0 = 1; ld_r0 = 1; end
                R1: begin sel_r1 = 1; ld_r1 = 1; end
                R2: begin sel_r2 = 1; ld_r2 = 1; end
                R3: begin sel_r3 = 1; ld_r3 = 1; end
                default: error_flag = 1;
        endcase
        end
        read1: begin
            next_state = read2;
            sel_mem = 1;
            ld_address_reg = 1;
            inc_pc = 1;
        end
        write1: begin
            next_state = write2;
            sel_mem = 1;
            ld_address_reg = 1;
            inc_pc = 1;
        end 
        read2: begin
            next_state = fetch1;
            sel_mem = 1;
            case (dest)
                R0: ld_r0 = 1; 
                R1: ld_r1 = 1; 
                R2: ld_r2 = 1; 
                R3: ld_r3 = 1; 
                default: error_flag = 1;
            endcase
        end
        write2: begin
            next_state = fetch1;
            write = 1;
            case (src)
            R0: sel_r0 = 1;
            R1: sel_r1 = 1;
            R2: sel_r2 = 1;
            R3: sel_r3 = 1;
            default: error_flag = 1;  
            endcase
        end
        branch1: begin
            next_state = branch2;
            sel_mem = 1;
            ld_address_reg = 1;
        end
        branch2: begin
            next_state = fetch1;
            sel_mem = 1;
            ld_pc = 1;
        end
        halt: next_state = halt;
        default: next_state = idle;
endcase
end
endmodule   

===== /design/flow/run.sh =====
#!/bin/bash
# OpenROAD 26Q1-2900-gdf79404cd8, Yosys 0.63+post, stock flow scripts
make -C /OpenROAD-flow-scripts/flow DESIGN_CONFIG=/design/flow/config.mk WORK_HOME=/design/flow/orfs finish

==> flow_summary_export.csv <==
group,metric,value,unit
clock_tree,clockRootBuffer,"clkbuf_8",
detailed_routing,wl_per_cell,10.54,um
worst_setup_path,path_cells,"buf_4 > or3_4 > a31oi_4 > o31a_1 > clkdlybuf4s50_1",
worst_setup_path,arrival,1.75,ns
placed_design,dp.cells,157,
cells_and_area,fin_area,1070,um2
global_routing,grt_start_max_net_pins,12,
power_and_ir_drop,cellPowerDensity,506.4,nW/um2
sta,setup_viol,0,
worst_setup_path,worstSetupStartpointType,"input pin",
hold_path,hold_end,"state[4]$_DFF_PN0_",
hold_path,hp-start,"state[7]$_DFF_PN0_",
synth,synthCells,55,
worst_setup_path,worstSetupPathType,"input pin to output pin",
worst_setup_path,reg2reg_slack,0.82,ns
cells_and_area,top_register,"state",
clock_tree,cts_sinks,11,
worst_setup_path,critPathMaxFanout,7,
cells_and_area,largest_register_ff_count,11,
detailed_routing,first_iter_violations,5,
flow_run,warnings,27,
global_routing,overflow,0,
cells_and_area,drive_gt1_share,36.73,%
placed_design,placed_cell_area,957.2,um2
synth,synthDistinctLibCells,25,
detailed_routing,via_count,553,
power_and_ir_drop,peakVddDrop,0.0003690,V
placed_design,hpwl,1.479,mm
synth,synth_area,555.5,um2
detailed_routing,route.detailed.drc,0,
detailed_routing,first_pass_iters,3,
clock_tree,cts-htree-levels,1,
worst_setup_path,worst_r2r_startpoint,"state[2]$_DFF_PN0_",
sta,finalCriticalPeriod,2.195,ns
cells_and_area,fin_cells,165,
synth,ff_type,"dfrtp_1",
detailed_routing,wirelength,1.739,mm
worst_setup_path,required,1.76,ns
clock_tree,clk_pin_slew,0.05,ns
detailed_routing,ant_nets,0,
clock_tree,clk_latency,0.23,ns
floorplan,fp-row-count,25,
floorplan,fp.dieW,91,um
global_routing,grt_first_pass_wirelength,2.877,mm
clock_tree,ctsHoldBuffers,0,
worst_setup_path,slowest_stage,"clkdlybuf4s50_1",
global_routing,track_usage,4.243,%
global_routing,grt_pass1_vias,593,
power_and_ir_drop,leakage,0.4969,nW
synth,ys_seq_share,49.77,%
hold_path,whs_path_depth,0,
power_and_ir_drop,totalPowerFinal,0.5417,mW
clock_tree,cts_buffer_depth,2,
synth,yosysCellCount,55,
worst_setup_path,end_kind,"output pin",
cells_and_area,reg_top3,"state: 11 flops",
worst_setup_path,r2r_end,"state[6]$_DFF_PN0_",
worst_setup_path,reg2reg_depth,2,
worst_setup_path,startpoint,"instruction[4]",
floorplan,fp_util,11.53,%
clock_tree,cts_tree,"done",
floorplan,fp.dieH,91,um
worst_setup_path,slowest_delay,0.46,ns
hold_path,hold_class,"flip-flop to flip-flop",
synth,yosysWarnings,1,
cells_and_area,syn2layout_area_growth,92.57,%
sta,finalHoldViolCount,0,
clock_tree,numCtsBuffers,3,
synth,ys.flops,11,
synth,ys_area,555.5,um2
sta,fmax,455.6,MHz
floorplan,io_pins,27,
synth,syn_area_per_cell,10.10,um2
sta,clock-skew-final,0.003231,ns
sta,rsz0062_at_grt,"yes",
floorplan,core,4817,um2
outcome,status,"completed",
flow_run,cap_viol_max_count,0,
cells_and_area,final.fill_count,532,
placed_design,port_buffers,24,
global_routing,antenna_found_initial,0,
detailed_routing,num_antenna_cells,0,
sta,maxSlewViolCount,0,
sta,min_period_over_period,99.77,%
detailed_routing,viasPerCell,3.352,
synth,synth-edff-count,0,
placed_design,gp_congestion,0.7844,
synth,ys_async_sr_fraction,100.0,%
floorplan,die-area,8281,um2
[final cells by class]
class                           count  area, um2  area share (%)
Clock buffer                        4      45.04           4.211
Timing Repair Buffer               40      347.8           32.51
Sequential cell                    11      276.5           25.85
Tap cell                           67      83.83           7.836
Multi-Input combinational cell     41      309.0           28.89
Inverter                            2      7.507          0.7018
[logic make-up (layout without fill, tap and decap cells)]
logic type	count (synthesis)	in the layout	share of synthesized area, %
flip-flops	11	11	49.78
AND-OR/OR-AND	13	13	18.92
buffers and inverters	5	46	4.954
other	1	3	0.6750
AND/OR/NAND/NOR	25	25	25.68
[worst max path at each step]
stage     cells after the start  slack, ns               to
5_1_grt                       5      -0.03  sel_bus1_mux[0]
4_1_cts                       5     -0.001  sel_bus1_mux[0]
6_report                      5      0.005  sel_bus1_mux[0]
[critical path, delay by kind of cell]
family                 cells  cell delay, ns
AND/OR/NAND/NOR            1            0.40
AND-OR/OR-AND              2            0.30
buffers and inverters      2            0.60
[power by group]
part / internal [mW] / switching [mW] / leakage (nW)
combinational: 0.0781 / 0.0470 / 0.335
clock: 0.126 / 0.0650 / 0.0228
sequential: 0.214 / 0.0112 / 0.139
[metrics by stage]
stage | setup WS (ns) | utilization, % | TNS (ns) | hold slack (ns)
2_1_floorplan | 0.5356 | - | 0 | 0.1444
3_3_place_gp | -0.4969 | 19.87 | -4.522 | 0.3703
3_5_place_dp | -0.5121 | 19.87 | -4.461 | 0.3684
4_1_cts | -0.001386 | 21.92 | -0.001386 | 0.3772
5_1_grt | -0.02517 | 22.21 | -0.02517 | 0.4095
6_report | 0.005012 | 22.21 | 0 | 0.3700
[cells in the mapped netlist, drive strengths merged, types with 2 or more instances]
cell type | n | share of area, %
or3 | 2 | 3.2
inv | 2 | 1.4
nor2 | 5 | 3.4
o21ai | 6 | 5.4
nand2 | 4 | 2.7
a31oi | 2 | 2.3
nor3 | 4 | 3.6
nor3b | 3 | 5.0
dfrtp | 10 | 45
buf | 3 | 3.6
nand3 | 2 | 1.8
nor2b | 2 | 2.3
[cells in the final DEF (no fill, tap or decap), types with 2 or more instances in the layout]
master and count:
buf_4 17, dfrtp_1 10, clkdlybuf4s50_1 9, dlygate4sd2_1 5, nor3_1 4, nor2_1 4
nand2_1 4, dlymetal6s2s_1 4, o21ai_0 3, conb_1 3, clkbuf_8 3, inv_1 2
nor3b_1 2, o21ai_2 2, nand3_1 2, buf_2 2
[repair_timing]
action                                  CTS  global route
endpoints found under the setup margin   11             7
setup buffers                             4             0
resized                                  33            10
pin swaps                                 6             2
[per-layer routing]
metal	vias to the layer above	global-route usage (%)	wire length [um]
li1	281	-	-
met5	-	0	0
met1	253	4.992	735
met4	0	0.1305	0
met2	19	6.802	840
met3	0	2.656	164
Power and IR drop assume default switching activity.
