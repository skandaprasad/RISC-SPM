<file path="./config.mk">
export PLATFORM = sky130hd
export DESIGN_NAME = mux_3channel
export DESIGN_NICKNAME = mux_3channel
export VERILOG_FILES = /design/flow/design.v
export SDC_FILE = /design/flow/constraint.sdc
export NUM_CORES = 4
export LEC_CHECK = 1
export CORE_AREA = 10 10 70 70
export DIE_AREA = 0 0 80 80
</file>
<file path="./run.sh">
#!/bin/bash
# OpenROAD 26Q1-2900-gdf79404cd8, Yosys 0.63+post, stock flow scripts
make -C /OpenROAD-flow-scripts/flow DESIGN_CONFIG=/design/flow/config.mk WORK_HOME=/design/flow/orfs finish
</file>
<file path="./design.v">
module mux_3channel (
    mux_out,
    in1,
    in2,
    in3,
    select
);
parameter DATAWIDTH = 8;
output [DATAWIDTH - 1:0] mux_out;
input [DATAWIDTH - 1:0] in1, in2, in3;
input [1:0] select;
assign mux_out = (select == 0) ? in1 : (select == 1) 
                               ? in2 : (select == 2)
                               ? in3 : 'bx; 
endmodule
</file>
<file path="./constraint.sdc">
current_design mux_3channel

set clk_period 1.1
set clk_io_pct 0.2

create_clock -name clk0 -period $clk_period

set non_clock_inputs [all_inputs -no_clocks]
set_input_delay [expr $clk_period * $clk_io_pct] -clock clk0 $non_clock_inputs
set_output_delay [expr $clk_period * $clk_io_pct] -clock clk0 [all_outputs]
</file>
==> qor.txt <==
outcome - finished clean
Required @ worst endpoint - 0.88 ns
area growth from synthesis to layout - 214%
most frequent logic cell in the layout - dlygate4sd2_1
clock buf count - 0
Row Count - 21
routed len/inst - 10.7 um
crit path capture type - primary output
Seq cells - 0
Distinct lib cells used - 4
post-layout period usage - 93.4%
final setup vio count - 0
worst slew pin tran - 0.152 ns
residual DRC count - 0
total wire length - 1170 um
GRT Total Usage - 3.37%
router iterations before antenna repair - 2
post-synthesis sequential area ratio - 0%
layout cells sized above 1 - 22.6%
ys cells - 26
Final ANT Viol Nets - 0
syn avg cell area - 6.64 um2
cell area after layout - 542 um2
fp util - 5.05%
normalized max-slew margin - 89.6%
total core area - 3420 um2
Log Warnings - 33
critical path fanouts, max - 7
largest net degree at the start of global routing - 7
post-DP HPWL - 979 um
Die H - 80 um
Placed Area - 578 um2
Iter 0 DRT Violations - 4
Mapped Area - 173 um2
vias per cell - 2.93
DIE AREA - 6400 um2
worst setup path class - primary input to primary output
WP data arrival - 0.81 ns
Worst Hold Launch - in3[1]
Top Ports - 34
Synth Instances - 26
initial antenna violation count - 1
vias in the first global route - 322
peak supply drop - 0.0000261 V
Yosys Warn Count - 0
Max-Cap Viols - 0
Congestion Overflow GR - 0
CP startpoint kind - primary input
sequential cell area - 0 um2
total number of vias - 319
Final GP Congestion - 0.810
Yosys chip area - 173 um2
HP Class - primary input to primary output
PwrDens - 286 nW/um2
IO Port Bufs - 34
max-slew violation count - 0
Crit. Startpoint - select[0]
Leak - 0.303 nW
setup TNS - 0 ns
CTS Hold Bufs - 0
Die W - 80 um
first-pass GRT wire length - 1750 um
most instantiated logic cells after routing - 20 x dlygate4sd2_1, 8 x mux2i_1, 8 x nand2_1, 8 x o21ai_1, 8 x buf_2
crit path time final - 1.03 ns
crit path to - mux_out[1]
f_max - 974 MHz
RSZ-0062 raised after global routing - false
Final Hold Viols - 0
[power breakdown]
part	switching [W]	total, W	internal (W)
clock network	0	0.000000000121	0.000000000121
registers	0	0	0
logic	0.0000496	0.000155	0.000106
[through the flow]
stage	hold slack [ns]	utilization, %	cells	total power [W]	worst slack, ns
after floorplan	0.471	-	26	0.0000473	0.320
after global placement	1.35	16.9	108	0.000200	-0.670
after detailed placement	1.35	16.9	108	0.000201	-0.677
after CTS	0.828	16.3	110	0.000170	-0.0287
after global routing	0.756	15.9	109	0.000173	0.0116
final	0.718	15.9	109	0.000155	0.0730
[synthesized netlist by cell type (all sizes together)]
| cell | number | area, um2 |
|---|---|---|
| buf | 2 | 22.5 |
| o21ai | 8 | 40.0 |
| nand2 | 8 | 30.0 |
| mux2i | 8 | 80.1 |
[worst max-delay path, cell delays in order]
cell,delay [ns]
buf_6,0.13
buf_12,0.11
mux2i_1,0.18
o21ai_1,0.07
buf_2,0.11
[logic make-up after synthesis]
logic type	Yosys count	synth area share (%)
buffers and inverters	2	13.0
AND/OR/NAND/NOR	8	17.4
AND-OR/OR-AND	8	23.2
multiplexers	8	46.4
[repair_timing]
action                                  in CTS  in global routing
resized                                     56                  5
endpoints found under the setup margin       8                  8
pin swaps                                   11                  3
cloned                                       1                  0
setup buffers                                1                  0
[metal layers]
layer	wire, um	up-vias	part of all wire, %	track usage (%)
met1	543	127	46	4.55
met4	0	0	0	0
met2	456	23	39	5.06
met5	0	-	0	0
met3	169	0	14	1.59
li1	-	169	-	-
[how the worst min path moves through the flow]
| stage | end | cells past startpoint |
|---|---|---|
| CTS | mux_out[4] | 4 |
| global route | mux_out[6] | 4 |
| finish | mux_out[1] | 4 |
[layout make-up]
cell class                 instances  area (um2)
tap                               46        57.6
timing repair buffer              38         332
multi-input combinational         24         150
antenna                            1        2.50
fill                             387        2870
No activity file was given, so power comes from the tool's default toggle rates.
