File: /design/flow/design.v
module mux_5channel (
    mux_out,
    in1,
    in2,
    in3,
    in4,
    in5,
    select
);
parameter DATAWIDTH = 8;
output [DATAWIDTH - 1:0] mux_out;
input [DATAWIDTH - 1:0] in1, in2, in3, in4, in5;
input [2:0] select;
assign mux_out = (select == 0) ? in1 : (select == 1) 
                               ? in2 : (select == 2)
                               ? in3 : (select == 3) 
                               ? in4 : (select == 4) 
                               ? in5 : 'bx; 
endmodule
File: /design/flow/run.sh
#!/bin/bash
# OpenROAD 26Q1-2900-gdf79404cd8, Yosys 0.63+post, stock flow scripts
make -C /OpenROAD-flow-scripts/flow DESIGN_CONFIG=/design/flow/config.mk WORK_HOME=/design/flow/orfs finish
File: /design/flow/config.mk
export PLATFORM = sky130hd
export DESIGN_NAME = mux_5channel
export DESIGN_NICKNAME = mux_5channel
export VERILOG_FILES = /design/flow/design.v
export SDC_FILE = /design/flow/constraint.sdc
export NUM_CORES = 4
export LEC_CHECK = 1
export CORE_AREA = 10 10 70 70
export DIE_AREA = 0 0 80 80
File: /design/flow/constraint.sdc
current_design mux_5channel

set clk_period 3.0
set clk_io_pct 0.2

create_clock -name clk0 -period $clk_period

set non_clock_inputs [all_inputs -no_clocks]
set_input_delay [expr $clk_period * $clk_io_pct] -clock clk0 $non_clock_inputs
set_output_delay [expr $clk_period * $clk_io_pct] -clock clk0 [all_outputs]
==> impl_metrics.toml <==
# flow metrics
[cells_and_area]
layout-drive-gt1-share_pct = 16.5
nClkBuffers = 0
syn_to_final_growth_pct = 162
final_cells = 137
regArea_sq_um = 0
seq_cells = 0
fin_area_sq_um = 920

[worst_setup_path]
cp_max_fo = 8
critical-path-top-delay-family = "buffers and inverters"
path_class = "input port to output port"
cp_slowest_cell = "clkdlybuf4s50_1"
worst-path-buf-inv = 3
worst_setup_path_start_kind = "input port"
end_kind = "output port"
crit_chain = "clkdlybuf4s50_1 -> nand2b_1 -> buf_4 -> o211ai_2 -> clkdlybuf4s50_1"
max_stage_delay_ps = 590
crit_top_cell = "clkdlybuf4s50_1"
required_ps = 2400
arrival_ps = 2280

[global_routing]
gr-usage-all-layers_pct = 5.91
grt_max_degree = 9
grt_pass1_vias = 603
grt_pass1_wl_microns = 3080
antenna_found_initial = 0
grt_overflow = 0

[job]
tool_warnings = 32
max-cap-violations = 0

[place]
placed_area_sq_um = 915
gp_congestion = 0.803
io_buffer_count = 51
dp_hpwl_microns = 1770
dp_cells = 137

[timing]
post-route-period-util_pct = 96.1
setup_viol = 0
fin_crit_ps = 2880
maxSlewHeadroom_pct = 74.4
timing_max_transition_violations_final = 0
timing.fmax_mhz = 347
hold_ws_ps = 2130
rsz0062_at_grt = "false"
worst_pin_slew_ps = 383
tns_ps = 0
finalHoldViolCount = 0

[floorplan]
die_x_microns = 80
ioPinCount = 51
coreArea_sq_um = 3420
rows = 21
die_h_microns = 80
fp-utilization_pct = 10.3
die_area_sq_um = 6400

[route]
drt-pass1-iter-count = 2
wire_per_inst_microns = 14.6
ant_nets = 0
viasPerCell = 3.95
num_antenna_cells = 0
dr_total_vias = 541
drt_iter0_drc = 6
wirelength_microns = 2000
drc = 0

[pwr]
p_int_uw = 87.7
power_density_nw_per_um2 = 134
leakage_uw = 0.000337
vdd_drop_max_mv = 0.0392
power_switching_uw = 35.9
seqPwrFrac_pct = 0
p_total_uw = 124
p_clk_share_pct = 0
combPwrFrac_pct = 100.0
switching_share_pct = 29.1

[worst_hold_path]
hp-class = "input port to output port"

[cts]
hold_buffers = 0

[synthesis]
area_leaders = "o211ai_2 (29%), mux2i_1 (23%), a32oi_1 (20%)"
ys_types = 10
yosysSeqAreaShare_pct = 0
syn_avg_cell_area_sq_um = 8.98
top_area_share_pct = 28.6
postSynthCellCount = 39
ys_cells = 39
yosys_area_sq_um = 350
yosys.area.top_type = "o211ai_2"
yosys_warnings = 0
syn_area_sq_um = 350

[outcome]
outcome = "completed"
==> tightest hold or removal path, cell delays in order <==
cell and delay [ps]:
clkdlybuf4s50_1 400, nand2_1 70, o211ai_2 70, clkdlybuf4s50_1 400
==> metal layers <==
| metal | up-vias | routed length, microns | global-route usage [%] |
|---|---|---|---|
| li1 | 271 | - | - |
| met1 | 237 | 907 | 7.78 |
| met2 | 33 | 841 | 9.39 |
| met3 | 0 | 253 | 2.39 |
| met4 | 0 | 0 | 0 |
| met5 | - | 0 | 0 |
==> per-stage QoR <==
stage / utilization, % / setup WS (ps)
after floorplan: - / 1240
after global placement: 26.8 / 110
after detailed placement: 26.8 / 77.0
after CTS: 26.8 / 60.1
after global routing: 26.9 / 20.7
final: 26.9 / 118
==> cell families (layout without fill, tap and decap cells) <==
family | count (synthesis) | after routing | synth area share [%]
AND/OR/NAND/NOR | 11 | 11 | 16.8
AND-OR/OR-AND | 16 | 16 | 48.6
buffers and inverters | 4 | 56 | 11.8
multiplexers | 8 | 8 | 22.9
==> power groups by stage <==
stage | sequential, uW | combinational, uW | clock (uW)
global route | 0 | 134 | 0
finish | 0 | 124 | 0
CTS | 0 | 125 | 0
==> worst paths after layout <==
check,from,end,slack [ps],cells past startpoint
max,select[2],mux_out[4],120,5
min,in1[7],mux_out[7],2130,4
==> cells in the final DEF (no fill, tap or decap), drive strengths merged <==
| cell type | instances |
|---|---|
| a32oi | 8 |
| buf | 5 |
| clkdlybuf4s50 | 51 |
| mux2i | 8 |
| nand2 | 8 |
| nand2b | 1 |
| nor2 | 1 |
| nor3 | 1 |
| o211ai | 8 |
==> synthesized netlist by cell type, drive strengths merged <==
master	number
mux2i	8
nand2	8
buf	2
a32oi	8
nor2	1
o211ai	8
nor3	1
clkbuf	2
nand2b	1
==> cell type report <==
| type | count | area (sq um) |
|---|---|---|
| fillers | 368 | 2500 |
| repair buffers | 56 | 548 |
| multi-input cells | 35 | 314 |
| well taps | 46 | 57.6 |
==> what timing repair did <==
action,4_1_cts,5_1_grt
setup buffers,0,0
endpoints found under the setup margin,0,5
gates resized,0,1
No activity file was given, so power comes from the tool's default toggle rates.
